`design/flow/config.mk`:
```
export PLATFORM = sky130hd
export DESIGN_NAME = reg4
export DESIGN_NICKNAME = reg4
export VERILOG_FILES = /design/flow/design.v
export SDC_FILE = /design/flow/constraint.sdc
export NUM_CORES = 4
export LEC_CHECK = 1
export CORE_AREA = 10 10 70 70
export DIE_AREA = 0 0 80 80
```
`design/flow/constraint.sdc`:
```
current_design reg4

set clk_period 1.0
set clk_io_pct 0.2

create_clock -name clk0 -period $clk_period [get_ports {clk}]

set non_clock_inputs [all_inputs -no_clocks]
set_input_delay [expr $clk_period * $clk_io_pct] -clock clk0 $non_clock_inputs
set_output_delay [expr $clk_period * $clk_io_pct] -clock clk0 [all_outputs]
```
`design/flow/design.v`:
```
module datapath(input logic slow_clock, input logic fast_clock, input logic resetb,
                input logic load_pcard1, input logic load_pcard2, input logic load_pcard3,
                input logic load_dcard1, input logic load_dcard2, input logic load_dcard3,
                output logic [3:0] pcard3_out,
                output logic [3:0] pscore_out, output logic [3:0] dscore_out,
                output logic [6:0] HEX5, output logic [6:0] HEX4, output logic [6:0] HEX3,
                output logic [6:0] HEX2, output logic [6:0] HEX1, output logic [6:0] HEX0);
        logic [3:0] new_card,pcard1_out,pcard2_out,dcard1_out,dcard2_out,dcard3_out;
        dealcard newcard(fast_clock, resetb, new_card);
        always@( posedge slow_clock ) begin 
                if (resetb==0) {pcard1_out, pcard2_out, pcard3_out, dcard1_out, dcard2_out, dcard3_out} = 0;
                else begin
                        case ({load_pcard1,load_pcard2,load_pcard3,load_dcard1,load_dcard2,load_dcard3})
                        6'b100_000: {pcard1_out, pcard2_out, pcard3_out, dcard1_out, dcard2_out, dcard3_out} ={new_card,   pcard2_out, pcard3_out, dcard1_out, dcard2_out, dcard3_out};
                        6'b010_000: {pcard1_out, pcard2_out, pcard3_out, dcard1_out, dcard2_out, dcard3_out} ={pcard1_out, new_card,   pcard3_out, dcard1_out, dcard2_out, dcard3_out};
                        6'b001_000: {pcard1_out, pcard2_out, pcard3_out, dcard1_out, dcard2_out, dcard3_out} ={pcard1_out, pcard2_out, new_card,   dcard1_out, dcard2_out, dcard3_out};
                        6'b000_100: {pcard1_out, pcard2_out, pcard3_out, dcard1_out, dcard2_out, dcard3_out} ={pcard1_out, pcard2_out, pcard3_out, new_card,   dcard2_out, dcard3_out};
                        6'b000_010: {pcard1_out, pcard2_out, pcard3_out, dcard1_out, dcard2_out, dcard3_out} ={pcard1_out, pcard2_out, pcard3_out, dcard1_out, new_card,   dcard3_out};
                        6'b000_001: {pcard1_out, pcard2_out, pcard3_out, dcard1_out, dcard2_out, dcard3_out} ={pcard1_out, pcard2_out, pcard3_out, dcard1_out, dcard2_out, new_card};
                        default:    {pcard1_out, pcard2_out, pcard3_out, dcard1_out, dcard2_out, dcard3_out} ={pcard1_out, pcard2_out, pcard3_out, dcard1_out, dcard2_out, dcard3_out};
                        endcase
                end   
        end
        scorehand Player(pcard1_out, pcard2_out, pcard3_out, pscore_out);
        scorehand Dealer(dcard1_out, dcard2_out, dcard3_out, dscore_out);
        card7seg cardP1(pcard1_out, HEX0 );
        card7seg cardP2(pcard2_out, HEX1 );
        card7seg cardP3(pcard3_out, HEX2 );
        card7seg cardD1(dcard1_out, HEX3 );
        card7seg cardD2(dcard2_out, HEX4 );
        card7seg cardD3(dcard3_out, HEX5 );
endmodule
module reg4 (resetb,clk,in,load,out);
    parameter n = 4 ;
    input  clk, load, resetb;
    input  [n-1:0]  in;
    output reg [n-1:0] out;
    wire   [n-1:0] mux_out;
    assign mux_out = load ? in:out;
    always @( posedge clk)
        if(resetb == 0) out = 0;
        else out = mux_out;
endmodule
```
`design/flow/run.sh`:
```
#!/bin/bash
# OpenROAD 26Q1-2900-gdf79404cd8, Yosys 0.63+post, stock flow scripts
make -C /OpenROAD-flow-scripts/flow DESIGN_CONFIG=/design/flow/config.mk WORK_HOME=/design/flow/orfs finish
```
==> changes_impl.md <==
### Implementation results

- Outcome: completed
- Gr usage total: approximately 1.4%
- Clock latency (worst-skew pair): between 0.2 and 0.25 ns
- CTS clk-pin slew, worst paths: around 0.040 ns
- DRC errors left: 0
- CTS H-tree depth: 1
- Max Fclk: 1.094 GHz
- Rel. slew slack: a little over four fifths
- Worst Skew: 0 ns
- Die Ht: approximately 80 um
- Peak supply drop: around 0.16 mV
- Crit-path max FO: 2
- Stage-log warning count: 25
- Fillers: 397
- PD cells: 1272 nW/um2
- Post-synth regs: 4
- Final period util: 91.43%
- Leakage: around 0.13 nW
- Sequential-to-total area share from yosys stat: 51.20%
- Worst EP required: 0.80 ns
- Crit path cell chain: clkdlybuf4s15_1
- Initial drt markers: 0
- MI comb area: between 60 and 70 um2
- Placement Rows: 21
- Count of boundary I/O pins: 11
- CP delay by family, top: flip-flops
- Unrepaired setup endpoints after global routing: false
- Die Size: approximately 6400 um2
- Arrival @ worst endpoint: between 0.7 and 0.8 ns
- Critical path class: register to output port
- Yosys Warn Count: 1
- Synth-to-Final Area Change: 114.4%
- Final setup vio count: 0
- RePlAce Congestion: about 0.71
- Post-route cell area: ~340 um2
- Levels on crit path: 1
- Post-Route Utilization: under 10%
- Top cell excl fill/tap: clkdlybuf4s50_1
- Mapped Area: about 160 um2
- Cell Area, Placed: between 300 and 400 um2
- WL per Instance: roughly 6.4 um
- Wirelength, routed: 462 um
- Flop area: approximately 85 um2
- Critical-path cell with the highest stage delay: dfxtp_2
- Largest net degree at the start of global routing: 5
- Via/cell ratio: ~2.0
- CTS tree: built
- Floorplan utilization: under 10%
- Postcts setup bufs: 0
- Clock Path Buffers: 2
- Setup crit end kind: output port
- Final cell count without fillers: ~72
- Placed Cells: between 60 and 70
- Via Count: 141
- Most frequent cells in the layout: clkdlybuf4s50_1 (5), mux2i_1 (4), nor2b_1 (4), dfxtp_2 (4), clkdlybuf4s15_1 (4)
- Die x size: ~80 um
- Maxcap violations: 0
- Mapped Cells: 13
- CTS buffer count: 3
- Crit-path max cell delay: about 0.31 ns
- Min-Delay Path Depth: 3
- Endpoints failing hold: 0
- Final worst path period need: slightly above 0.9 ns
- Cells in synth_stat.txt: 13
- Layout cell share with drive strength beyond 1: between 20% and 30%
- Worst slew pin tran: between 0.2 and 0.25 ns
- Core region area: approximately 3400 um2
- Routed Antenna Nets: 0
- Worst min-delay path class: input port to register
- Largest register FFs: 4
- Number of global-route vias before repair: approximately 150
- CP startpoint kind: register
- Reg2reg path depth: 2
- First-pass GRT wire length: between 600 and 700 um
- CTS sink cnt: 4
- Buf/Inv on CP: 1
- Grt ovf: 0
- CTS Root Cell: clkbuf_4
- Syn Area/Cell: between 10 and 15 um2
- Drt pass-1 iters: 1
- Port-buffer cells: 10
- Synth cell types: 4
- Initial antenna violation count: 1
- Yosys chip area: roughly 160 um2
- Max-slew violations: 0
==> cell usage after synthesis (all sizes together) <==
| cell | n | area [um2] |
|---|---|---|
| buf | 1 | 11.26 |
| dfxtp | 4 | 80.08 |
| mux2i | 4 | 40.04 |
| nor2b | 4 | 25.02 |
==> report_power, final <==
part | internal (mW) | total [mW] | switching [mW]
logic | 0.0422 | 0.0568 | 0.0146
registers | 0.172 | 0.176 | 0.00410
clock network | 0.134 | 0.194 | 0.0599
==> routing by layer <==
layer	track usage (%)	vias to the layer above	wire, um
met3	2.955	2	175
met1	1.067	56	142
met2	1.124	13	128
li1	-	70	-
met4	0.7042	0	15
met5	0	-	0
==> final timing paths <==
kind                  to   start  slack [ns]
setup / recovery  out[3]  out[3]        0.09
hold / removal    out[1]    load        0.42
setup reg to reg  out[3]  out[3]        0.37
hold reg to reg   out[2]  out[2]        0.50
==> timing repair <==
action,in CTS,in global routing
cloned,0,0
setup endpoints to repair,4,6
gates resized,8,5
hold buffers,0,0
==> metrics by stage <==
step / worst slack (ns) / total power, mW / TNS (ns) / hold slack (ns)
2_1_floorplan: 0.3802 / 0.1967 / 0 / 0.3282
3_3_place_gp: -0.1757 / 0.2367 / -0.6956 / 0.4954
3_5_place_dp: -0.2094 / 0.2386 / -0.7875 / 0.5147
4_1_cts: 0.01296 / 0.4382 / 0 / 0.5081
5_1_grt: 0.03839 / 0.4639 / 0 / 0.4071
6_report: 0.08570 / 0.4266 / 0 / 0.4175
==> logic make-up after synthesis <==
| group | share of synthesized area [%] |
|---|---|
| multiplexers | 25.60 |
| buffers and inverters | 7.199 |
| AND/OR/NAND/NOR | 16.00 |
| flip-flops | 51.20 |
==> final cells by class <==
class	instances	area share, %
repair buffers	10	30.60
flip-flops and latches	4	25.37
multi-input cells	8	19.40
well taps	46	17.16
clock buffers	3	6.716
diodes	1	0.7463
Power and IR drop assume default switching activity.
