==> /design/flow/run.sh <==
#!/bin/bash
# OpenROAD 26Q1-2900-gdf79404cd8, Yosys 0.63+post, stock flow scripts
make -C /OpenROAD-flow-scripts/flow DESIGN_CONFIG=/design/flow/config.mk WORK_HOME=/design/flow/orfs finish
==> /design/flow/config.mk <==
export PLATFORM = sky130hd
export DESIGN_NAME = task5
export DESIGN_NICKNAME = task5
export VERILOG_FILES = /design/flow/design.v
export SDC_FILE = /design/flow/constraint.sdc
export NUM_CORES = 4
export LEC_CHECK = 1
export CORE_UTILIZATION = 50
==> /design/flow/constraint.sdc <==
current_design task5

set clk_period 4.7
set clk_io_pct 0.2

create_clock -name clk0 -period $clk_period [get_ports {CLOCK_50}]
create_clock -name clk1 -period $clk_period [get_ports {KEY}]

set non_clock_inputs [all_inputs -no_clocks]
set_input_delay [expr $clk_period * $clk_io_pct] -clock clk0 $non_clock_inputs
set_output_delay [expr $clk_period * $clk_io_pct] -clock clk0 [all_outputs]
==> /design/flow/design.v <==
module card7seg(input logic [3:0] SW, output logic [6:0] HEX0 );
always_comb 
	case(SW)
  	4'b0_000: HEX0 = 7'b1_111_111;  
  	4'b0_001: HEX0 = 7'b0_001_000;  
  	4'b0_010: HEX0 = 7'b0_100_100;  
	4'b0_011: HEX0 = 7'b0_110_000;  
    4'b0_100: HEX0 = 7'b0_011_001;  
  	4'b0_101: HEX0 = 7'b0_010_010;  
	4'b0_110: HEX0 = 7'b0_000_010;  
  	4'b0_111: HEX0 = 7'b1_111_000;  
	4'b1_000: HEX0 = 7'b0_000_000;  
	4'b1_001: HEX0 = 7'b0_010_000;  
  	4'b1_010: HEX0 = 7'b1_000_000;  
    4'b1_011: HEX0 = 7'b1_100_001;  
    4'b1_100: HEX0 = 7'b0_011_000;  
    4'b1_101: HEX0 = 7'b0_001_001;  
	default : HEX0 = 7'b1_000_000;  
	endcase
endmodule
module datapath(input logic slow_clock, input logic fast_clock, input logic resetb,
                input logic load_pcard1, input logic load_pcard2, input logic load_pcard3,
                input logic load_dcard1, input logic load_dcard2, input logic load_dcard3,
                output logic [3:0] pcard3_out,
                output logic [3:0] pscore_out, output logic [3:0] dscore_out,
                output logic [6:0] HEX5, output logic [6:0] HEX4, output logic [6:0] HEX3,
                output logic [6:0] HEX2, output logic [6:0] HEX1, output logic [6:0] HEX0);
        logic [3:0] new_card,pcard1_out,pcard2_out,dcard1_out,dcard2_out,dcard3_out;
        dealcard newcard(fast_clock, resetb, new_card);
        always@( posedge slow_clock ) begin 
                if (resetb==0) {pcard1_out, pcard2_out, pcard3_out, dcard1_out, dcard2_out, dcard3_out} = 0;
                else begin
                        case ({load_pcard1,load_pcard2,load_pcard3,load_dcard1,load_dcard2,load_dcard3})
                        6'b100_000: {pcard1_out, pcard2_out, pcard3_out, dcard1_out, dcard2_out, dcard3_out} ={new_card,   pcard2_out, pcard3_out, dcard1_out, dcard2_out, dcard3_out};
                        6'b010_000: {pcard1_out, pcard2_out, pcard3_out, dcard1_out, dcard2_out, dcard3_out} ={pcard1_out, new_card,   pcard3_out, dcard1_out, dcard2_out, dcard3_out};
                        6'b001_000: {pcard1_out, pcard2_out, pcard3_out, dcard1_out, dcard2_out, dcard3_out} ={pcard1_out, pcard2_out, new_card,   dcard1_out, dcard2_out, dcard3_out};
                        6'b000_100: {pcard1_out, pcard2_out, pcard3_out, dcard1_out, dcard2_out, dcard3_out} ={pcard1_out, pcard2_out, pcard3_out, new_card,   dcard2_out, dcard3_out};
                        6'b000_010: {pcard1_out, pcard2_out, pcard3_out, dcard1_out, dcard2_out, dcard3_out} ={pcard1_out, pcard2_out, pcard3_out, dcard1_out, new_card,   dcard3_out};
                        6'b000_001: {pcard1_out, pcard2_out, pcard3_out, dcard1_out, dcard2_out, dcard3_out} ={pcard1_out, pcard2_out, pcard3_out, dcard1_out, dcard2_out, new_card};
                        default:    {pcard1_out, pcard2_out, pcard3_out, dcard1_out, dcard2_out, dcard3_out} ={pcard1_out, pcard2_out, pcard3_out, dcard1_out, dcard2_out, dcard3_out};
                        endcase
                end   
        end
        scorehand Player(pcard1_out, pcard2_out, pcard3_out, pscore_out);
        scorehand Dealer(dcard1_out, dcard2_out, dcard3_out, dscore_out);
        card7seg cardP1(pcard1_out, HEX0 );
        card7seg cardP2(pcard2_out, HEX1 );
        card7seg cardP3(pcard3_out, HEX2 );
        card7seg cardD1(dcard1_out, HEX3 );
        card7seg cardD2(dcard2_out, HEX4 );
        card7seg cardD3(dcard3_out, HEX5 );
endmodule
module reg4 (resetb,clk,in,load,out);
    parameter n = 4 ;
    input  clk, load, resetb;
    input  [n-1:0]  in;
    output reg [n-1:0] out;
    wire   [n-1:0] mux_out;
    assign mux_out = load ? in:out;
    always @( posedge clk)
        if(resetb == 0) out = 0;
        else out = mux_out;
endmodule
module dealcard(input logic clock, input logic resetb, output logic [3:0] new_card);
logic [3:0] dealer_card;
always_ff @(posedge clock)
  if (resetb == 0)
     dealer_card <= 1;  
  else
     if (dealer_card == 13)
	     dealer_card <= 1;
	  else 
	     dealer_card++;
assign new_card = dealer_card;
endmodule
module scorehand(input logic [3:0] card1, input logic [3:0] card2, input logic [3:0] card3, output logic [3:0] total);
logic [3:0] score1, score2, score3;
logic [6:0] temp;
assign score1 = card1 > 4'b1001 ? 4'b0000 : card1;
assign score2 = card2 > 4'b1001 ? 4'b0000 : card2;
assign score3 = card3 > 4'b1001 ? 4'b0000 : card3;
assign temp  = (score1 + score2 + score3) % 4'd10;
assign total = temp[3:0];
endmodule
module statemachine(
                        input logic slow_clock, input logic resetb,
                        input logic [3:0] dscore, input logic [3:0] pscore, input logic [3:0] pcard3,
                        output logic load_pcard1, output logic load_pcard2, output logic load_pcard3,
                        output logic load_dcard1, output logic load_dcard2, output logic load_dcard3,
                        output logic player_win_light, output logic dealer_win_light
                    );
    logic [2:0] current_state;
	 logic P3toD3 ;
	 assign P3toD3=  ((dscore == 4'd6) && (pcard3>4'd5) && (pcard3<4'd8)) ||
                     ((dscore == 4'd5) && (pcard3>4'd3) && (pcard3<4'd8)) ||
                     ((dscore == 4'd4) && (pcard3>4'd1) && (pcard3<4'd8)) ||
                     ((dscore == 4'd3) && (pcard3!==4'd8)) || 
                     ((dscore <  4'd3) );
    always@( negedge slow_clock ) begin
        if(!resetb) current_state = 3'b000;
        else 	
				case (current_state) 			
                3'b000   : current_state = 3'b001;
                3'b001 : current_state = 3'b010;
                3'b010 : current_state = 3'b011;
                3'b011 : current_state = 3'b100;
                3'b100 : if  ( (pscore < 4'd6) && (dscore <4'd8))  current_state = 3'b101;  
										else if  ((( pscore == 4'd6) || (pscore == 4'd7)) && (dscore < 4'd6))  current_state = 3'b110; 
												else  if ((pscore>7) || (dscore >7)) current_state =3'b111;
                                                        else current_state = 3'b111; 
                3'b101 : if (P3toD3) current_state = 3'b110;
                           else current_state = 3'b111;
                3'b110: current_state = 3'b111;
			    3'b111: current_state =3'b111;
                default: current_state = 3'b000;
        endcase 
        case(current_state) 
            3'b000   : {load_pcard1,load_pcard2,load_pcard3,load_dcard1,load_dcard2,load_dcard3,player_win_light,dealer_win_light} = 8'b000_000_00;
            3'b001 : {load_pcard1,load_pcard2,load_pcard3,load_dcard1,load_dcard2,load_dcard3,player_win_light,dealer_win_light} = 8'b100_000_00;  
            3'b010 : {load_pcard1,load_pcard2,load_pcard3,load_dcard1,load_dcard2,load_dcard3,player_win_light,dealer_win_light} = 8'b000_100_00;
            3'b011 : {load_pcard1,load_pcard2,load_pcard3,load_dcard1,load_dcard2,load_dcard3,player_win_light,dealer_win_light} = 8'b010_000_00;
            3'b100 : {load_pcard1,load_pcard2,load_pcard3,load_dcard1,load_dcard2,load_dcard3,player_win_light,dealer_win_light} = 8'b000_010_00;
            3'b101 : {load_pcard1,load_pcard2,load_pcard3,load_dcard1,load_dcard2,load_dcard3,player_win_light,dealer_win_light} = 8'b001_000_00;
            3'b110 : {load_pcard1,load_pcard2,load_pcard3,load_dcard1,load_dcard2,load_dcard3,player_win_light,dealer_win_light} = 8'b000_001_00;
            3'b111    : if        (dscore > pscore) {load_pcard1,load_pcard2,load_pcard3,load_dcard1,load_dcard2,load_dcard3,player_win_light,dealer_win_light} = 8'b000_000_01;
                        else if  (dscore < pscore) {load_pcard1,load_pcard2,load_pcard3,load_dcard1,load_dcard2,load_dcard3,player_win_light,dealer_win_light} = 8'b000_000_10;
                            else                   {load_pcard1,load_pcard2,load_pcard3,load_dcard1,load_dcard2,load_dcard3,player_win_light,dealer_win_light} = 8'b000_000_11;
            default  : {load_pcard1,load_pcard2,load_pcard3,load_dcard1,load_dcard2,load_dcard3,player_win_light,dealer_win_light} = 8'b000_000_00;
        endcase
    end
endmodule
module task5(input logic CLOCK_50, input logic [3:0] KEY, output logic [9:0] LEDR,
            output logic [6:0] HEX5, output logic [6:0] HEX4, output logic [6:0] HEX3,
            output logic [6:0] HEX2, output logic [6:0] HEX1, output logic [6:0] HEX0);
logic fast_clock, slow_clock, resetb;
logic load_pcard1, load_pcard2, load_pcard3;
logic load_dcard1, load_dcard2, load_dcard3;
logic [3:0] pscore, dscore;
logic [3:0] pcard3;
assign resetb = KEY[3];
assign slow_clock = KEY[0];
assign fast_clock = CLOCK_50;
datapath dp(.slow_clock(slow_clock),
            .fast_clock(fast_clock),
            .resetb(resetb),
            .load_pcard1(load_pcard1),
            .load_pcard2(load_pcard2),
            .load_pcard3(load_pcard3),
            .load_dcard1(load_dcard1),
            .load_dcard2(load_dcard2),
            .load_dcard3(load_dcard3),
            .dscore_out(dscore),
            .pscore_out(pscore),
            .pcard3_out(pcard3),
            .HEX5(HEX5),
            .HEX4(HEX4),
            .HEX3(HEX3),
            .HEX2(HEX2),
            .HEX1(HEX1),
            .HEX0(HEX0));
assign LEDR[3:0] = pscore;
assign LEDR[7:4] = dscore;
statemachine sm(.slow_clock(slow_clock),
                .resetb(resetb),
                .dscore(dscore),
                .pscore(pscore),
                .pcard3(pcard3),
                .load_pcard1(load_pcard1),
                .load_pcard2(load_pcard2),
                .load_pcard3(load_pcard3),						  
                .load_dcard1(load_dcard1),
                .load_dcard2(load_dcard2),
                .load_dcard3(load_dcard3),	
                .player_win_light(LEDR[8]), 
                .dealer_win_light(LEDR[9]));
endmodule
==> out/results.txt <==
status -> stopped before the end
Stop stage -> 5_1_grt
stop err -> [ERROR GRT-0183] Net _0399_: heap underflow during 3D maze routing.
area post-placement -> 7070 um2
count of library flops with an enable pin -> 0
Seq/Total Area, Yosys -> 30.7%
row count -> 38
height of the chip -> 108 um
Primary FF master, synth -> dfxtp_1
Top cells by area -> dfxtp_1, ha_1, nor2_1
most frequent cell after synthesis -> nor2_1
mapped cell area -> 5610 um2
Post-synth ARST share -> 0%
top cell type by total area after synthesis -> dfxtp_1
fp util -> 51.5%
Area leader share -> 30.7%
die width -> 108 um
IO Count -> 57
Synthesized registers -> 86
Chip Area, Yosys -> 5610 um2
port buffer count -> 52
hold bufs inserted after CTS -> 0
Netlist cell types -> 86
post-synthesis average cell area -> 8.47 um2
routability cong. -> 0.902
pin count of the biggest net entering global routing -> 15
hpwl dp -> 9420 um
Synth Instances -> 662
Yosys Warn Count -> 4
# Cells Yosys -> 662
top cells by count -> nor2_1, dfxtp_1, nand2_1
-- timing repair --
action	4_1_cts
buffers inserted	58
pin swaps	78
gates resized	206
setup endpoints to repair	94
-- logic make-up after synthesis --
family,share of synthesized area [%]
AND-OR/OR-AND,19.0
XOR/XNOR,1.90
buffers and inverters,5.94
flip-flops,30.7
adder cells (fa/ha/maj),13.1
AND/OR/NAND/NOR,22.5
multiplexers,6.74
-- through the flow --
step,setup slack (ns),instances
floorplan,-2.08,662
global placement,-2.15,928
detailed placement,-2.23,928
CTS,-2.09,1181
